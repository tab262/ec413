--- ./config.mk ---
export PLATFORM = sky130hd
export DESIGN_NAME = ID2
export DESIGN_NICKNAME = ID2
export VERILOG_FILES = /design/flow/design.v
export SDC_FILE = /design/flow/constraint.sdc
export NUM_CORES = 4
export LEC_CHECK = 1
export CORE_AREA = 10 10 70 70
export DIE_AREA = 0 0 80 80
--- ./constraint.sdc ---
current_design ID2

set clk_period 2.0
set clk_io_pct 0.2

create_clock -name clk0 -period $clk_period [get_ports {Clk}]

set non_clock_inputs [all_inputs -no_clocks]
set_input_delay [expr $clk_period * $clk_io_pct] -clock clk0 $non_clock_inputs
set_output_delay [expr $clk_period * $clk_io_pct] -clock clk0 [all_outputs]
--- ./design.v ---
module DFF(D,      
           Q,      
			  Write,  
			  Reset,  
			  Clk);   
	input D;
	input Write;
	input Reset;
	input Clk;
	output Q;
	reg data;
	assign Q= data;
	always @ (posedge Clk)
	if (Reset) begin
		data <= 1'b0;
	end  else begin
		if(Write)
			data <= D; 
	end
endmodule
`timescale 1ns / 1ps
module ID2(
		input WriteData,    
      output[31:0] ReadData1,    
      output[31:0] ReadData2,    
      input[4:0] ReadSelect1,  
      input[4:0] ReadSelect2,  
      input WriteSelect,  
      input WriteEnable,  
      input Reset,        
      input Clk
		);        
	 nbit_register_file	RF	(WriteData,ReadData1,ReadData2,ReadSelect1,ReadSelect2,WriteSelect,WriteEnable,Reset,Clk);
endmodule
module nbit_demux(DeMuxIn,    
                  DeMuxOut,   
						DeMuxSel);  
parameter SELECT_WIDTH = 3;
input  DeMuxIn;
input  [SELECT_WIDTH-1:0] DeMuxSel;
output [2 ** SELECT_WIDTH-1:0] DeMuxOut;
wire [2 ** SELECT_WIDTH-1:0] select;
generate
	genvar i;  
	assign select[2 ** SELECT_WIDTH-1:0] = 2 ** DeMuxSel[SELECT_WIDTH-1:0];
	for(i= 0;i< 2 ** SELECT_WIDTH;i= i+1)
	begin:demux_loop
		assign DeMuxOut[i] = DeMuxIn & select[i];
	end	
endgenerate
endmodule
module nbit_mux(MuxIn,    
                MuxOut,   
					 MuxSel);  
parameter SELECT_WIDTH = 1;
input  [2 ** SELECT_WIDTH-1:0] MuxIn;
input  [SELECT_WIDTH-1:0] MuxSel;
output MuxOut;
assign MuxOut = MuxIn[MuxSel];
endmodule
module nbit_register_file(WriteData,    
                          ReadData1,    
                          ReadData2,    
                          ReadSelect1,  
                          ReadSelect2,  
                          WriteSelect,  
                          WriteEnable,  
                          Reset,        
                          Clk);         
parameter REG_SELECT_WIDTH = 5;
parameter DATA_WIDTH = 32;
input [DATA_WIDTH-1:0]       WriteData;
input [REG_SELECT_WIDTH-1:0] ReadSelect1;
input [REG_SELECT_WIDTH-1:0] ReadSelect2;
input [REG_SELECT_WIDTH-1:0] WriteSelect;
input WriteEnable;
input Reset;
input Clk;
output [DATA_WIDTH-1:0] ReadData1;
output [DATA_WIDTH-1:0] ReadData2;
wire [2 ** REG_SELECT_WIDTH-1:0] w_reg_to_outmux [DATA_WIDTH-1:0];
wire [2 ** REG_SELECT_WIDTH-1:0] w_write_select;
generate
	genvar k;  
	for(k= 0;k< DATA_WIDTH;k= k+1)
	begin:mux_loop
		nbit_mux #(REG_SELECT_WIDTH) nbitmuxes1 (w_reg_to_outmux[k], ReadData1[k], ReadSelect1);
		nbit_mux #(REG_SELECT_WIDTH) nbitmuxes2 (w_reg_to_outmux[k], ReadData2[k], ReadSelect2);
	end
endgenerate
nbit_demux #(REG_SELECT_WIDTH) writeselect (WriteEnable, w_write_select, WriteSelect);
generate
	genvar i,j;  
	for(i= 0;i< DATA_WIDTH;i= i+1)
	begin:reg_loop1
		 for(j= 0;j< 2 ** REG_SELECT_WIDTH;j= j+1)
		 begin:reg_loop2
			 DFF DFFS (WriteData[i],w_reg_to_outmux[i][j],w_write_select[j],Reset,Clk);
		 end
	end
endgenerate
endmodule
--- ./run.sh ---
#!/bin/bash
# OpenROAD 26Q1-2900-gdf79404cd8, Yosys 0.63+post, stock flow scripts
make -C /OpenROAD-flow-scripts/flow DESIGN_CONFIG=/design/flow/config.mk WORK_HOME=/design/flow/orfs finish
==> impl_metrics.json <==
{
  "crit_chain": "clkdlybuf4s50_1 > or4_1 > nor2_1 > clkbuf_2",
  "cp-end-kind": "output port",
  "ys_cells": 80,
  "portBuffers": 16,
  "routedWlPerCell_um": 9.394,
  "post-route-period-util_pct": 95.64,
  "netlist_area_um2": 615.6,
  "slew_violations": 0,
  "p_switching_w": 0.00004029,
  "final_antenna_net_count": 0,
  "fin_ws_ps": 87.24,
  "dp_hpwl_um": 1262,
  "rows": 21,
  "clkTransAtPathRegs_ps": 30,
  "pre_cts_slack_ps": -292.4,
  "fin_hold_ws_ps": 490.8,
  "hold_class": "register to register",
  "crit_type": "input port to output port",
  "grt_max_degree": 5,
  "grt_use_met1_pct": 3.432,
  "internal-power_w": 0.0001375,
  "critPathLaunchType": "input port",
  "cts.sinks": 2,
  "max_freq_mhz": 522.8,
  "p_sw_share_pct": 22.66,
  "top_regs": "RF.reg_loop1.reg_loop2.DFFS.data (2)",
  "vias": 347,
  "clock_skew_ps": 0,
  "ys.flops": 2,
  "power_density_nw_per_um2": 299.1,
  "core_um2": 3416,
  "yosysWarnings": 4,
  "critical_path.max_fanout": 1,
  "power_w": 0.0001778,
  "ir_drop_uv": 92.87,
  "min-delay-start": "RF.reg_loop1[0].reg_loop2[0].DFFS.data$_SDFFE_PP0P_",
  "yosysChipArea_um2": 615.6,
  "chipHeight_um": 80,
  "grt_pass1_vias": 420,
  "crit_family": "simple AND/OR/NAND/NOR gates",
  "largest_register_ff_count": 2,
  "mostFrequentLayoutCells": "conb_1 (62), clkdlybuf4s50_1 (14), clkbuf_4 (3)",
  "startpoint": "ReadSelect1[2]",
  "maxCapViolations": 0,
  "combPwrFrac_pct": 25.0,
  "layout-drive-gt1-share_pct": 6.250,
  "grt_util_all_layers_pct": 3.396,
  "cts_tree": "built",
  "cts_inserted_buffers": 3,
  "p_seq_share_pct": 24.4,
  "rsz0062_at_grt": "no",
  "antennaDiodeCount": 0,
  "power_leakage_nw": 0.3220,
  "layout.cells.non_filler": 142,
  "fin_crit_ps": 1913,
  "area_leaders": "buf_4 (78%), dfxtp_1 (6.5%), mux2i_1 (3.3%)",
  "use_met3_pct": 2.273,
  "top_usage_layer": "met2",
  "crit_slowest_cell": "or4_1",
  "log.warning_count": 25,
  "drt-pass1-iter-count": 2,
  "clock_power_share_pct": 50.6,
  "wirelength_um": 1334,
  "final-setup-viol-count": 0,
  "area_growth_pct": -3.455,
  "antenna_found_initial": 0,
  "htree_num_levels": 1,
  "yosys.stat.seqShare_pct": 6.504,
  "layout_top_cell": "conb_1",
  "syn_area_per_cell_um2": 7.695,
  "cp_data_arrival_time_ps": 1510,
  "fp-utilization_pct": 18.02,
  "critical_path_buf_inv_count": 2,
  "top_register": "RF.reg_loop1.reg_loop2.DFFS.data",
  "die_area_um2": 6400,
  "max_stage_delay_ps": 510,
  "ctsHoldBuffers": 0,
  "synth_top_area_share_pct": 78.05,
  "viasPerCell": 2.444,
  "drc": 0,
  "grt_pass1_wl_um": 1835,
  "ioPinCount": 79,
  "grt-ovfl-total": 0,
  "clk_latency_ps": 230,
  "gp_congestion": 0.7605,
  "met2_usage_pct": 5.859,
  "finalHoldViolCount": 0,
  "synth_cell_types": 13,
  "top_area_cell": "buf_4",
  "placed_cells": 139,
  "cts_root_buf": "clkbuf_4",
  "drtIter0Drc": 10,
  "synthCells": 80,
  "die_x_um": 80,
  "cp.required_ps": 1600,
  "status": "completed",
  "regToRegStartpoint": "RF.reg_loop1[0].reg_loop2[1].DFFS.data$_SDFFE_PP0P_",
  "clk_path_buf_depth": 2
}
[synth_stat cells]
master / number
conb_1: 1
nor2_1: 2
o21ai_0: 1
dfxtp_1: 2
a21bo_2: 1
nand3_1: 1
or4_1: 2
nor2b_1: 1
a21oi_1: 1
nand2b_1: 1
mux2i_1: 2
nand4bb_1: 1
buf_4: 64
[final timing paths]
kind / end / slack [ps] / cells after the start
max: ReadData1[0] / 90 / 4
min: RF.reg_loop1[0].reg_loop2[0].DFFS.data$_SDFFE_PP0P_ / 490 / 2
max reg2reg: RF.reg_loop1[0].reg_loop2[1].DFFS.data$_SDFFE_PP0P_ / 1250 / 2
min reg2reg: RF.reg_loop1[0].reg_loop2[0].DFFS.data$_SDFFE_PP0P_ / 490 / 2
[repair_timing]
item,4_1_cts,5_1_grt
buffers inserted,0,0
hold endpoints to repair,0,0
endpoints found under the setup margin,2,2
pin swaps,4,4
gates resized,4,2
[cells by family after synthesis]
family	Yosys count	synth area share, %
compound gates	3	3.251
buf+inv	64	78.05
mux	2	3.252
flops	2	6.504
simple gates	8	8.333
other cells	1	0.6092
[stage by stage]
| stage | utilization (%) | TNS, ps | area [um2] |
|---|---|---|---|
| after global placement | 17.03 | -568.2 | 581.8 |
| after floorplan | - | 0 | 844.6 |
| after global routing | 17.40 | 0 | 594.3 |
| after CTS | 17.69 | 0 | 604.3 |
| final | 17.40 | 0 | 594.3 |
| after detailed placement | 17.03 | -582.9 | 581.8 |
[power by group through the flow]
stage	logic, W	registers (W)	clock network (W)
after CTS	0.0000484	0.0000434	0.0000967
after global routing	0.0000541	0.0000438	0.000103
final	0.0000444	0.0000434	0.0000900
[worst register-to-register path: stages, from the launching register on]
cell and delay, ps:
dfxtp_1 330, a21bo_2 220, a21oi_1 130
[final cells by class]
cell class,count,area (um2)
tap,46,57.56
multi-input combinational,75,324.1
sequential,2,40.04
fill,398,2821
clock buffer,3,22.52
timing repair buffer,16,150.1
[layer usage]
layer	wire length [um]	part of all wire (%)
met2	610	46
met4	0	0
met5	0	0
met3	206	15
met1	517	39
